==> flow/design.v <==
`timescale 1ns / 1ps
module Multiplier(
  input clk,
  input reset,
  input [15:0]A,
  input [3:0]B,
  output reg [31:0]outProduct
);
  reg [31:0] temp1;
  reg [31:0] temp2;
  reg [31:0] temp3;
  reg [31:0] temp4;
  reg [31:0] X1_add;
  reg [31:0] X2_add;
  always @ (posedge clk or posedge reset)
  begin
    if(reset)
      begin
        temp1 <= 32'b0;
        temp2 <= 32'b0;
        temp3 <= 32'b0;
        temp4 <= 32'b0;    
        X1_add <= 32'b0;
        X2_add <= 32'b0; 
        outProduct <= 32'b0; 
      end 
    else
        begin
            temp1 <= B[0] ? {16'b0,A} : 32'b0;
            temp2 <= B[1] ? {15'b0,A,1'b0} : 32'b0; 
            temp3 <= B[2] ? {14'b0,A,2'b0} : 32'b0;
            temp4 <= B[3] ? {13'b0,A,3'b0} : 32'b0;
            X1_add <= temp1 + temp2;
            X2_add <= temp3 + temp4;
            outProduct <= X1_add + X2_add;
         end
    end   
endmodule
`timescale 1ns / 1ps
module Multiplier32(
 input clk,
 input reset,
 input [15:0]A,
 input [15:0]B,
 output [31:0]outProduct
    );
 wire [31:0]outP1;
 wire [31:0]outP2;
 wire [31:0]outP3;
 wire [31:0]outP4;
 wire [31:0]outPA1;
 wire [31:0]outPA2;
  Multiplier Xn1(clk,reset,A[15:0],B[3:0],outP1[31:0]);
  Multiplier Xn2(clk,reset,A[15:0],B[7:4],outP2[31:0]);
  Multiplier Xn3(clk,reset,A[15:0],B[11:8],outP3[31:0]);  
  Multiplier Xn4(clk,reset,A[15:0],B[15:12],outP4[31:0]); 
  assign outPA1 = outP1 +(outP2 <<4); 
  assign outPA2 = (outP3 << 8) +(outP4 << 12);   
  assign outProduct = outPA1 + outPA2;   
endmodule
==> flow/run.sh <==
#!/bin/bash
# OpenROAD 26Q1-2900-gdf79404cd8, Yosys 0.63+post, stock flow scripts
make -C /OpenROAD-flow-scripts/flow DESIGN_CONFIG=/design/flow/config.mk WORK_HOME=/design/flow/orfs finish
==> flow/config.mk <==
export PLATFORM = sky130hd
export DESIGN_NAME = Multiplier32
export DESIGN_NICKNAME = Multiplier32
export VERILOG_FILES = /design/flow/design.v
export SDC_FILE = /design/flow/constraint.sdc
export NUM_CORES = 4
export LEC_CHECK = 1
export CORE_UTILIZATION = 50
==> flow/constraint.sdc <==
current_design Multiplier32

set clk_period 16.5
set clk_io_pct 0.2

create_clock -name clk0 -period $clk_period [get_ports {clk}]

set non_clock_inputs [all_inputs -no_clocks]
set_input_delay [expr $clk_period * $clk_io_pct] -clock clk0 $non_clock_inputs
set_output_delay [expr $clk_period * $clk_io_pct] -clock clk0 [all_outputs]
==> run_results.csv <==
group,metric,value,unit
run_status,status,"complete, no violations",
final_timing,rsz0062_at_grt,"no",
clock_network,ctsResizeCount,0,
placed_design,postPlaceCellArea,26050,um^2
worst_setup_path,crit_path_cell_trace,"inv_1, fa_1, inv_1, fa_1, ha_1, o21a_1, o21ai_1, o32a_1, a21oi_1, o22ai_1, o31ai_1, xnor2_1, clkdlybuf4s50_1",
global_route,grt_pass1_vias,15530,
global_route,overflow,0,
global_route,grt_pass1_wl,80.56,mm
floorplanning,die_w,223.7,um
final_timing,setup_viol_count_final,0,
detailed_routing,drt-vias-per-instance,5.174,
final_timing,finalCritPeriodShare,45.89,%
clock_network,clockBufferDepth,3,
final_timing,period_minus_slack,7.571,ns
yosys,yosysUniqueCellTypes,65,
floorplanning,fp.dieH,223.7,um
finish,layout.cells.most_common,"dfrtp_1",
detailed_routing,routed_wirelength,49.47,mm
clock_network,cts_root_buf,"clkbuf_16",
finish,mostFrequentLayoutCells,"dfrtp_1, and2_1, ha_1",
worst_setup_path,critical_path_class,"reg -> out",
final_timing,fmax,132.1,MHz
yosys,syn_area,24570,um^2
power,power_density,174.9,nW/um^2
floorplanning,row_count,80,
worst_setup_path,cp_max_fo,4,
finish,seq_area,12090,um^2
detailed_routing,first_iter_violations,653,
finish,final_layout_size_suffix_gt1_share,5.143,%
worst_setup_path,end_kind,"primary output",
clock_network,clock_sinks,483,
hold_path,min_from,"Xn3.X1_add[1]",
floorplanning,fp_util,51.04,%
worst_setup_path,arrival,4.27,ns
final_timing,finalHoldViolCount,0,
global_route,grtUsageTotal,21.92,%
clock_network,cts_tree,"built",
final_timing,relSlewSlack,42.51,%
yosys,ys.flops,483,
yosys,syn_inst,2234,
detailed_routing,ant_nets,0,
worst_setup_path,timing.rr.start,"Xn4.X2_add[2]",
hold_path,hold_depth,0,
final_timing,fin_tns_setup,0,ns
yosys,ys_cells,2234,
clock_network,ctsHoldBuffers,0,
worst_setup_path,crit_path_top_delay_cell,"fa_1",
flow_run,openroad.warnings,25,
final_timing,finalMaxSlewViolations,0,
final_timing,tightest_slew,0.8596,ns
yosys,synth-edff-count,0,
finish,logic_area,11690,um^2
yosys,ys_seq_share,49.18,%
worst_setup_path,startpoint_type,"register",
detailed_routing,route.detailed.drc,0,
floorplanning,io-pin-count,66,
global_route,grt_max_degree,61,
power,vdd_drop_max,0.2305,mV
clock_network,clkLatencyLatePin,0.59,ns
detailed_routing,drt-pass1-iter-count,4,
detailed_routing,route.vias.total,15680,
placed_design,io_buffers,65,
clock_network,cts.clk_slew.worst_paths,0.06,ns
final_timing,clock_skew,0.02126,ns
detailed_routing,drt-wirelength-per-cell,16.33,um
finish,fin_area,27810,um^2
finish,synthToLayoutAreaGrowth,13.15,%
yosys,synthArstFlopShare,100.0,%
yosys,yosys-stat-area,24570,um^2
floorplanning,dieArea,50040,um^2
worst_setup_path,r2r_slack,13.78,ns
placed_design,hpwl,36.47,mm
worst_setup_path,rr_endpoint,"Xn4.outProduct[18]",
power,p_leak,13.45,nW
clock_network,h-tree-depth,2,
global_route,antenna_found_initial,4,
yosys,synthFlopType,"dfrtp_1",
yosys,ys.warnings.count,1,
placed_design,gp_congestion,0.9130,
floorplanning,fp.coreArea,48150,um^2
clock_network,cts_buffers,50,
hold_path,min_to,"Xn3.outProduct[1]",
flow_run,maxCapViolCount,0,
yosys,syn_area_per_cell,11.00,um^2
worst_setup_path,required,13.20,ns
finish,fillCellCount,3865,
hold_path,hp-class,"reg -> reg",
worst_setup_path,critPathLaunch,"Xn1.outProduct[12]",
worst_setup_path,reg2reg_depth,10,
clock_network,post_cts_buffers,0,
worst_setup_path,slowest_delay,0.53,ns
## layout make-up
class / instances / area share, %
clock buffer: 70 / 5.062
tap: 656 / 2.952
sequential: 483 / 43.47
clock inverter: 22 / 1.237
timing repair buffer: 89 / 2.988
antenna: 2 / 0.01800
multi-input combinational: 1544 / 42.05
inverter: 164 / 2.227
## logic make-up (layout without fill, tap and decap cells)
kind of cell               after synthesis  in the layout  share of synthesized area, %
and+or+nand+nor                        652            652                         14.41
DFF                                    483            483                         49.18
AOI/OAI and AO/OA                      446            446                         11.90
adders and majority gates              272            272                         15.04
buffers and inverters                  207            345                         3.238
xor gates and xnor gates               169            169                         6.023
muxes                                    5              5                        0.2037
other                                    0              2                             0
## synth_stat cells, drive strengths merged (4+ instances only)
cell type | number | share of area [%]
nor2 | 125 | 1.9
a311oi | 5 | 0.18
nand2b | 18 | 0.46
a21oi | 118 | 2.4
dfrtp | 483 | 49
and2 | 263 | 6.7
nor2b | 39 | 1.1
nand3 | 41 | 0.84
xor2 | 34 | 1.2
nand4 | 4 | 0.10
a41oi | 5 | 0.18
nor3 | 37 | 0.75
o2111ai | 12 | 0.43
o31ai | 15 | 0.50
o21a | 44 | 1.3
o21ai | 84 | 1.7
ha | 233 | 12
or3 | 5 | 0.13
fa | 39 | 3.2
a31oi | 24 | 0.64
a21boi | 13 | 0.40
clkbuf | 36 | 0.55
a221oi | 7 | 0.25
a211o | 5 | 0.18
xnor2 | 135 | 4.8
o41ai | 6 | 0.24
and3 | 24 | 0.61
a21o | 43 | 1.3
o22ai | 8 | 0.20
nand2 | 70 | 1.1
or2 | 8 | 0.20
buf | 7 | 0.18
inv | 164 | 2.5
a211oi | 8 | 0.24
o211ai | 13 | 0.40
mux2i | 5 | 0.20
o31a | 5 | 0.18
o21bai | 14 | 0.43
nand4b | 4 | 0.14
## worst max-delay path, delay by kind of cell, from the launching register on
family                   cells  cell delay, ns
flip-flops                   1            0.32
adder cells (fa/ha/maj)      3            1.32
AND-OR/OR-AND                6            1.32
buffers and inverters        3            0.58
XOR/XNOR                     1            0.15
## routing by layer
layer | track usage (%) | wire (um) | up-vias
met5 | 0 | 11 | -
met4 | 4.264 | 1158 | 2
met3 | 7.394 | 4306 | 74
met2 | 31.03 | 20650 | 334
met1 | 34.83 | 23340 | 7449
li1 | - | - | 7817
## how the worst max path moves through the flow
| stage | endpoint | slack [ns] | cells after the start |
|---|---|---|---|
| after CTS | outProduct[29] | 8.87 | 13 |
| after global routing | outProduct[25] | 8.68 | 12 |
| final | outProduct[29] | 8.93 | 13 |
## metrics by stage
step,util (%),setup WS (ns),hold WS [ns],std cells,power (mW)
finish,57.75,8.929,0.3472,3030,4.864
global route,57.74,8.684,0.3526,3028,5.267
CTS,57.74,8.866,0.3502,3028,4.921
detailed placement,54.11,9.526,0.3347,2936,3.712
global placement,54.11,9.590,0.3311,2936,3.703
floorplan,-,6.653,0.3312,2234,2.819
## state kept, by name, summed over array words and instances (netlist names), 18 cells and up
signal,count
Xn1.X1_add,18
Xn1.X2_add,18
Xn1.outProduct,21
Xn2.X1_add,18
Xn2.X2_add,18
Xn2.outProduct,21
Xn3.X1_add,18
Xn3.X2_add,18
Xn3.outProduct,21
Xn4.X1_add,18
Xn4.X2_add,18
Xn4.outProduct,20
## power by group
| part | switching, mW | leakage [nW] | total [mW] | internal [mW] |
|---|---|---|---|---|
| registers | 0.0563 | 6.07 | 1.39 | 1.34 |
| logic | 1.08 | 6.52 | 2.29 | 1.21 |
| clock network | 0.450 | 0.858 | 1.18 | 0.735 |
Power figures rest on the tool's default switching activity, not on a simulated workload.

**design/flow/constraint.sdc**
```tcl
current_design SquareRoot

set clk_period 14.8
set clk_io_pct 0.2

create_clock -name clk0 -period $clk_period [get_ports {clk}]

set non_clock_inputs [all_inputs -no_clocks]
set_input_delay [expr $clk_period * $clk_io_pct] -clock clk0 $non_clock_inputs
set_output_delay [expr $clk_period * $clk_io_pct] -clock clk0 [all_outputs]
```
**design/flow/design.v**
```verilog
`timescale 1ns / 1ps
module SquareRoot(outdata,checkflag,clk,indata);
 input wire clk;
 input wire [31:0] indata;
 output reg [15:0] outdata = 0;
 output reg checkflag = 0;
 reg [31:0] buffdata = 32'b0;
 reg [2:0] state = 4'd0;
 reg [15:0] num_test = 16'd0; 
 integer shiftnum= 0;
 always @(posedge clk)
 begin
    case(state)
    4'd0:
    begin
        buffdata <= indata;
        num_test <= 16'd0;
        shiftnum =0;  
        state <= 4'd1;   
        checkflag <= checkflag;
    end
    4'd1:
    begin
        checkflag <= 0;
        num_test <= num_test+(16'h8000 >>shiftnum);
        if(shiftnum >= 16)
            state <= 4'd3;
        else
            state <= 4'd2;
    end
    4'd2:
    begin
        if(num_test*num_test > buffdata)
            begin
            num_test <= num_test-(16'h8000 >> shiftnum);
            end
        shiftnum = shiftnum +1;
        state <= 4'd1;   
    end  
    4'd3:
    begin
        outdata <= num_test;
        checkflag <= 1;
        state <=4'd0;
    end   
    endcase 
 end  
endmodule
```
**design/flow/run.sh**
```bash
#!/bin/bash
# OpenROAD 26Q1-2900-gdf79404cd8, Yosys 0.63+post, stock flow scripts
make -C /OpenROAD-flow-scripts/flow DESIGN_CONFIG=/design/flow/config.mk WORK_HOME=/design/flow/orfs finish
```
**design/flow/config.mk**
```make
export PLATFORM = sky130hd
export DESIGN_NAME = SquareRoot
export DESIGN_NICKNAME = SquareRoot
export VERILOG_FILES = /design/flow/design.v
export SDC_FILE = /design/flow/constraint.sdc
export NUM_CORES = 4
export LEC_CHECK = 1
export CORE_UTILIZATION = 40
```
==> impl_metrics.ini <==
; implementation run metrics
[synth]
synthDistinctLibCells = 70
ys_sh_mux_pct = 0.388
netlist_area_sq_mm = 0.0132
yosys-stat-area_sq_mm = 0.0132
ys_ff = 99
ys_warn_count = 1
top_area_share_pct = 24.3
number_of_enable_type_register_cells_in_the_synthesized_netlist = 99
fa_ha_area_share_pct = 39.3
post_synth_ao_oa_area_fraction_pct = 8.70
ys_sh_simple_pct = 14.7
synth.top_cells.by_area = sky130_fd_sc_hd__fa_1 (24%), sky130_fd_sc_hd__edfxtp_1 (22%), sky130_fd_sc_hd__ha_1 (15%), sky130_fd_sc_hd__inv_1 (8.2%), sky130_fd_sc_hd__and2_1 (4.1%)
synth_async_sr_flop_share_pct = 0
ff_type = sky130_fd_sc_hd__edfxtp_1
top_area_cell = sky130_fd_sc_hd__fa_1
average_footprint_of_a_synthesized_cell_sq_um = 9.67
synth-xor-area-share_pct = 4.96
ys_seq_share_pct = 22.5
synth.yosys.num_cells = 1369
ys_top_logic_family = adder cells
post_synth_inst_count = 1369

[sta]
layout_min_cycle_time_ns = 8.89
fmax_mhz = 112
whs_ns = 0.561
setup_violations = 0
slew_violations = 0
timing.slew.headroom_pct = 44.9
rsz0062_at_grt = false
actual_slew_at_the_worst_max_slew_pin_ns = 0.826
finalSetupTns_ns = 0
clock_skew_ns = 0.0106
final_hold_viol_count = 0
period_used_pct = 60.1

[setup_path]
critical_path.slowest_cell = sky130_fd_sc_hd__edfxtp_1
critPathMostFrequentCell = sky130_fd_sc_hd__fa_1
worst_ep_required_time_ns = 14.85
critical_path_source_type = flop
slowest_delay_ns = 0.75
data_arrival_time_of_the_worst_path_ns = 8.94
crit_path_capture_type = flop
worst-r2r-setup-slack_ns = 5.91
critical_path_class = flop to flop
crit_path_max_fanout = 16

[route]
antenna_cells = 0
drc_violation_total_after_the_first_tritonroute_iteration = 377
num_vias = 9193
drt_first_pass_iters = 7
routed_wire_length_per_instance_um = 15.5
drt.antenna.violating_nets = 0
route.final.wire_length_um = 28700
vias_per_cell = 4.95
drc = 0

[floorplanning]
floorplan.io_pins = 50
core_util_floorplan_pct = 40.7
coreArea_sq_mm = 0.0325
chip_area_sq_mm = 0.0338
number_of_core_rows = 66
die_height_um = 184
dieWidth_um = 184

[final_layout]
area_delta_synth_final_pct = 9.72
drive_gt1_share_pct = 3.96
instances_no_fill = 1857

[global_route]
grt_pass1_vias = 9477
grt_max_degree = 42
antenna_violations_before_repair = 0
grt_pass1_wl_um = 47500
track_usage_pct = 19.2
grt_remaining_overflow = 0

[clocking]
path_clk_slew_ns = 0.07
cts_tree = built
cts_root_buffer = sky130_fd_sc_hd__clkbuf_16
cts_resized = 0
post-cts-setup-buffers = 0
cts_buffers = 9
max-clock-path-buffers = 2
cts_max_level = 3
cts.sinks = 99
postCtsHoldBufs = 0
clock_insertion_delay_worst_skew_ns = 0.37

[power]
internal_power_uw = 427
power.clock.fraction_pct = 41.8
power.share.sequential_pct = 56.6
combPwrFrac_pct = 1.6
ir_drop_mv = 0.0660
power.static_leakage_uw = 0.00739
switching_share_pct = 20.7
power_density_mw_per_mm2 = 37.1
p_sw_uw = 112

[flow_run]
cap_violations = 0
tool_warnings = 33

[hold_path]
min-delay-path-class = flop to flop

[outcome]
status = complete, no violations

[place]
dp.cells = 1841
gp_routability_congestion = 0.926
io_buffers = 49
detailed_place_hpwl_um = 23400
[kinds of logic after synthesis]
group           count (synthesis)
flops                          99
simple gates                  372
xor+xnor                       75
fa+ha+maj                     319
buf+inv                       326
compound gates                173
mux                             5
[layer usage]
| metal | share of wire, % | vias up | track usage [%] |
|---|---|---|---|
| met2 | 48 | 198 | 30.9 |
| met4 | 1.7 | 2 | 2.77 |
| met3 | 7.2 | 28 | 6.42 |
| met1 | 43 | 4453 | 26.5 |
| li1 | - | 4512 | - |
| met5 | 0.20 | - | 1.33 |
[synth_stat cells (12+ instances only)]
library cell and number:
sky130_fd_sc_hd__inv_1 288, sky130_fd_sc_hd__fa_1 161, sky130_fd_sc_hd__ha_1 158, sky130_fd_sc_hd__nand2_1 112
sky130_fd_sc_hd__edfxtp_1 99, sky130_fd_sc_hd__and2_1 86, sky130_fd_sc_hd__xnor2_1 58, sky130_fd_sc_hd__nor2_1 53
sky130_fd_sc_hd__a21oi_1 45, sky130_fd_sc_hd__clkbuf_1 33, sky130_fd_sc_hd__o21ai_0 33, sky130_fd_sc_hd__a21o_1 28
sky130_fd_sc_hd__nand3_1 19, sky130_fd_sc_hd__xor2_1 17, sky130_fd_sc_hd__nand4_1 13, sky130_fd_sc_hd__nor3_1 13
sky130_fd_sc_hd__or3_1 12
[metrics by stage]
step | instance area, sq um | setup WS [ns] | power (uW) | util [%]
floorplan | 13200 | 5.54 | 311 | -
global placement | 14200 | 6.20 | 320 | 43.8
detailed placement | 14200 | 5.95 | 320 | 43.8
CTS | 14500 | 5.92 | 548 | 44.6
global route | 14500 | 5.38 | 558 | 44.6
finish | 14500 | 5.91 | 538 | 44.6
[final cells by class]
type                       instances  area [sq um]
clock inverter                     7          51.3
fill                            3092         18000
inverter                         288          1080
multi-input combinational        944          9010
sequential                        99          2970
clock buffer                       9           225
tap                              442           553
timing repair buffer              68           633
[cell usage in the layout (no fill, tap or decap), types with 9 or more instances in the layout]
cell type                         synthesis  routed
sky130_fd_sc_hd__nor3_1                  13      13
sky130_fd_sc_hd__ha_1                   158     158
sky130_fd_sc_hd__inv_1                  288     288
sky130_fd_sc_hd__nand4_1                 13      13
sky130_fd_sc_hd__xor2_1                  17      17
sky130_fd_sc_hd__o21bai_1                 9       9
sky130_fd_sc_hd__a21o_1                  28      28
sky130_fd_sc_hd__a21oi_1                 45      45
sky130_fd_sc_hd__edfxtp_1                99      99
sky130_fd_sc_hd__or3_1                   12      12
sky130_fd_sc_hd__nor2b_1                 11      11
sky130_fd_sc_hd__nor2_1                  53      53
sky130_fd_sc_hd__and2_1                  86      86
sky130_fd_sc_hd__nand3_1                 19      19
sky130_fd_sc_hd__xnor2_1                 58      58
sky130_fd_sc_hd__clkdlybuf4s50_1          0      49
sky130_fd_sc_hd__buf_4                    0      19
sky130_fd_sc_hd__and3_1                  11      11
sky130_fd_sc_hd__clkbuf_16                0       9
sky130_fd_sc_hd__o21ai_0                 33      33
sky130_fd_sc_hd__nand2_1                112     112
sky130_fd_sc_hd__fa_1                   161     161
[power groups by stage]
stage                 Clock, uW  Combinational (uW)  Sequential (uW)
after CTS                   235                9.10              305
after global routing        244                9.37              305
final                       225                8.82              305
[final timing paths]
check,from,endpoint,depth (start not counted)
hold reg to reg,num_test[9],outdata[9],0
setup reg to reg,num_test[3],num_test[13],31
hold / removal,num_test[9],outdata[9],0
setup / recovery,num_test[3],num_test[13],31
[flip-flops by register name, summed over array words and instances, names as in the netlist]
| signal | count |
|---|---|
| shiftnum | 32 |
| buffdata | 32 |
| num_test | 16 |
| state | 2 |
| checkflag | 1 |
| outdata | 16 |
[worst max-delay path: cells and delay by family, from the launching register on]
kind	cells	cell delay [ns]
and+or+nand+nor	9	2.08
buffers and inverters	5	0.70
AOI/OAI and AO/OA	8	1.40
adders and majority gates	8	3.44
xor gates and xnor gates	1	0.18
DFF	1	0.75
No activity file was given, so power comes from the tool's default toggle rates.
